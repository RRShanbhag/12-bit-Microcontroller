$ cat design.v
module ALU(
 	input Enable,
 	input  [7:0] Operand1,
 	input  [7:0] Operand2,
 	input  [3:0] Mode,
 	input  [3:0] Cflags,
 	output [7:0] Result,
 	output [3:0] Flags
 	);
 	reg  [7:0] Result;				 
 	reg  Carry;						 
 	reg [3:0] Flags;
 	always@(*) begin				 
 	if (Enable == 0) begin
 		Result = 0;
 		Flags = 0;
 	end
 	else begin
		case(Mode)
			4'b0000: 
			begin
				{Carry, Result} = Operand1 + Operand2;
				if((Operand1[7] == Operand2[7]) && (Result[7] == Operand1[7])) 
				begin
					Flags[0] = 1'b1;
				end
				else 
				begin
					Flags[0] = 1'b0;
				end
				Flags[1] = Result[7];
				if (Result == 0)
					Flags[3] = 1'b0;
				Flags[2] = Carry;
			end
			4'b0001: 
			begin
				{Carry, Result} = Operand1 - Operand2;
				if((Operand1[7] == Operand2[7]) && (Result[7] != Operand1[7])) 
					Flags[0] = 1'b1;
				else
					Flags[0] = 1'b0;
				Flags[1] = Result[7];
				Flags[2] = Carry;
				if (Result == 0)
					Flags[3] = 1'b0;
			end
			4'b0010: Result = Operand1;
	  		4'b0011: Result = Operand2;
			4'b0100: 
			begin
				Result = Operand1 & Operand2;
				if (Result == 0)
					Flags[3] = 1'b0;
			end
			4'b0101: 
			begin
				Result = Operand1 | Operand2;
				if (Result == 0)
					Flags[3] = 1'b0;
			end
			4'b0110: 
			begin
				Result = Operand1 ^ Operand2;
				if (Result == 0)
					Flags[3] = 1'b0;
			end
			4'b0111:
			begin
				{Carry, Result} = Operand2 - Operand1;
				if((Operand1[7] == Operand2[7]) && (Result[7] != Operand1[7])) 
					Flags[0] = 1'b1;
				else
					Flags[0] = 1'b0;
				Flags[1] = Result[7];
				if (Result == 0)
					Flags[3] = 1'b0;
			end
			4'b1000:
			begin
				{Carry, Result} = Operand1 + 8'h1;
				if(Result[7] == Operand1[7]) 
					Flags[0] = 1'b1;
				else
					Flags[0] = 1'b0;
				Flags[1] = Result[7];
				if (Result == 0)
					Flags[3] = 1'b0;
				Flags[2] = Carry;
			end
			4'b1001:
			begin
				{Carry, Result} = Operand1 - 8'h1;
				if(Result[7] == Operand1[7]) 
					Flags[0] = 1'b1;
				else
					Flags[0] = 1'b0;
				Flags[1] = Result[7];
				Flags[2] = Carry;
				if (Result == 0)
					Flags[3] = 1'b0;
			end
			4'b1010: Result=(Operand2 << Operand1[2:0])|(Operand2>>Operand1[2:0]);
			4'b1011: Result=(Operand2 >> Operand1[2:0])|(Operand2<<Operand1[2:0]);
			4'b1100: Result = Operand2 << Operand1[2:0];
		  	4'b1101: Result = Operand2 >> Operand1[2:0];
			4'b1110: Result = Operand2 >>> Operand1[2:0];
			4'b1111:
			begin
				{Carry, Result} = 8'h0 - Operand1;
				if(Result[7] == Operand1[7]) 
					Flags[0] = 1'b1;
				else
					Flags[0] = 1'b0;
				Flags[1] = Result[7];
				Flags[2] = Carry;
				if (Result == 0)
					Flags[3] = 1'b0;
			end
			default: Result = Operand2;
		endcase
	end
end
endmodule
$ cat run.sh
#!/bin/bash
# OpenROAD 26Q1-2900-gdf79404cd8, Yosys 0.63+post, stock flow scripts
make -C /OpenROAD-flow-scripts/flow DESIGN_CONFIG=/design/flow/config.mk WORK_HOME=/design/flow/orfs finish
$ cat config.mk
export PLATFORM = sky130hd
export DESIGN_NAME = ALU
export DESIGN_NICKNAME = ALU
export VERILOG_FILES = /design/flow/design.v
export SDC_FILE = /design/flow/constraint.sdc
export NUM_CORES = 4
export LEC_CHECK = 1
export CORE_UTILIZATION = 30
$ cat constraint.sdc
current_design ALU

set clk_period 6.7
set clk_io_pct 0.2

create_clock -name clk0 -period $clk_period

set non_clock_inputs [all_inputs -no_clocks]
set_input_delay [expr $clk_period * $clk_io_pct] -clock clk0 $non_clock_inputs
set_output_delay [expr $clk_period * $clk_io_pct] -clock clk0 [all_outputs]
==> summary.txt <==
Implementation results

The post-synth tally of flip-flops with integrated enable is 0. The number of flip-flops under the largest register name is 3. The number of detailed-route iterations in the first pass is 5. The static leakage power is ~1.4 nW. The mean cell area of the mapped netlist is 6.750 µm². The top cell type in the final layout, fill and taps aside, is nor2_1. For this design the top-level I/O count stands at 37. The max-cap violation count is 0. The most critical setup path has its startpoint at Operand1[0]. 6 endpoints have no timing constraint. The maximum operating frequency is 165.7 MHz.

Per the layout area report, the register area comes to 45.04 µm². The number of warnings in the stage logs is roughly 61. The routed length per instance is around 20 µm. The cell sequence reported for the critical path is clkdlybuf4s50_1, inv_1, ha_1, inv_1, fa_1, nor3b_1, a211o_1, o311ai_0, nor4_1, o21ai_0, o2111a_1, clkdlybuf4s50_1. Setup repair after global routing left no endpoint under its margin. The power density over the cells is 72.68 mW/mm².

The aggregate global-route resource usage is 0.2368. For this run, the script counts the antenna cells in the layout as 0. The run finished with clean final reports. Yosys stat counts 441 cells in the synthesized netlist. Per the post-place timing report, worst setup slack is around 0.7 ns. According to the floorplan report, the die width is 101.6 µm. On the worst path, the slowest cell contributes a delay of 0.46 ns. STA classifies the critical path startpoint as an input port. The ratio of final minimum period to clock period is 0.9005. The number of instances resized during post-cts repair is 0. The vertical die size is approximately 100 µm. For this run, asynchronously set or reset flops after synthesis account for 0.

The combinational gate area is 0.002658 mm². The final worst slack is 0.6668 ns. The routed design could run at a clock period as short as 6.033 ns.

The first global-routing pass estimated 18600 µm of wire. The final routed DRC violation total is 0. The quantity of hold-fixing buffers added after cts is 0. Looking at the critical path, the highest net fanout was 8.

The final setup violation count is 0. In the final layout, the fill cell count is ~1000. The congestion estimate from routability-driven global placement came to 0.9849. Per the final timing report, the hold violations number 0.

The synthesized netlist contains 70 unique library cells. Entering global routing, the biggest net connects 30 pins. The arrival time of data at the worst endpoint is listed as 4.69 ns.

The number of global-route vias before repair is around 3400. The initial detailed-routing violation count is approximately 440. Among cell families on the critical path, the largest total delay comes from buffers and inverters. According to the hold report, the worst path is of the in2out type. Data on the critical path is required at its endpoint by 5.36 ns. For the final routed database, the setup TNS stands at 0 ns. The core region is 0.009415 mm².

Recorded from the global router log, the overflow total was 0. The standard cell with the maximum stage delay on the critical path is clkdlybuf4s50_1. The fraction of the core area occupied by cells at floorplan is 0.3161.

The placed wire-length estimate after detailed placement is roughly 8800 µm. Dividing the detail-routed via count by the number of cells gives 6.031. The timer found 3 register pins that no clock reaches; their paths are not timed.

The most critical hold endpoint after final layout shows a slack of 3.995 ns. The peak supply drop is ~0.000032 V. The yosys stat chip area is around 0.0030 mm².

The register bit count reported by yosys is 3. After synthesis the cells add up to 0.002977 mm². Post-CTS timing repair inserted 0 buffers for setup. The number of rows created at floorplan is 35. The number of nets with antenna violations after detailed routing is 0. The most used flip-flop cell after synthesis is dlxtn_1. The full die area is 0.01032 mm². The detailed router reported a total wirelength of 11710 µm. For this block, the via count after detailed routing is about 3500. In the final layout, the share of cells above drive strength 1 is 0.07440.

Synthesis handed over a netlist of 441 instances. The initial antenna violation count is 0. The worst hold path begins at Operand1[2].

The script reports the combined buffer and inverter count of the critical path as 4. The endpoint class of the critical path is a primary output. Ranking logic cells in the layout by count gives the top entries nor2_1 (45), nand2_1 (42), ha_1 (34). The max-slew violation count is 0.

For this run, the number of Yosys warnings is 1. The critical path class is in2out. At the pin with the least slew margin, the transition time is 0.7211 ns. The completed layout was analyzed and its total power is 0.2498 mW. The headroom to the max-slew limit is 0.5178. The quantity of I/O buffers inserted on ports is 32. The layout-stage area growth over the synthesis result is 15.47%.
stage by stage:
step / instance area [µm²] / utilization / instances
2_1_floorplan: 2977 / - / 441
3_3_place_gp: 3437 / 0.3651 / 586
3_5_place_dp: 3437 / 0.3651 / 586
4_1_cts: 3437 / 0.3651 / 586
5_1_grt: 3437 / 0.3651 / 586
6_report: 3437 / 0.3651 / 586
layout make-up:
type | instances | share of cell area
repair buffers | 51 | 0.1383
well taps | 129 | 0.04696
inverters | 26 | 0.02839
multi-input cells | 377 | 0.7732
flip-flops and latches | 3 | 0.01311
power breakdown:
part / internal (mW) / switching, mW / total, mW
Combinational: 0.102 / 0.146 / 0.248
Sequential: 0.00195 / 0.000166 / 0.00212
Clock: 0 / 0 / 0
Total: 0.104 / 0.146 / 0.250
worst paths after layout:
path,to,slack [ns],cells past startpoint
min,Result[7],4.00,6
max,Result[4],0.67,12
synth_stat cells, drive strengths merged, types with 6 or more instances:
cell,n,area share
nor2,46,0.059
nand2,42,0.053
ha,34,0.14
o21ai,33,0.055
a21oi,30,0.052
inv,25,0.032
buf,23,0.044
mux2i,18,0.061
nand3,14,0.024
xnor2,13,0.038
clkbuf,12,0.016
nor3,12,0.020
a211oi,10,0.025
o221ai,8,0.024
a31oi,7,0.015
nand2b,7,0.015
and2,6,0.013
nor4,6,0.018
o211ai,6,0.015
o21bai,6,0.015
o22ai,6,0.013
worst min-delay path, delay by kind of cell:
family | cells | cell delay (ns)
compound gates | 1 | 0.10
simple gates | 1 | 0.11
buf+inv | 4 | 1.10
per-layer routing:
metal  track usage  routed length (µm)  part of all wire
met5             0                   0                 0
met4       0.06689                 344             0.029
met3       0.03782                1053             0.090
met2        0.3721                5093              0.44
met1        0.3361                5213              0.45
cell families after synthesis:
logic type / Yosys count / synth area share
multiplexers: 25 / 0.1021
XOR/XNOR: 17 / 0.05002
latches: 3 / 0.01513
AND/OR/NAND/NOR: 151 / 0.2425
buffers and inverters: 61 / 0.09205
AND-OR/OR-AND: 146 / 0.3338
adder cells (fa/ha/maj): 37 / 0.1631
other: 1 / 0.001260
Power is estimated from default activity; no workload was simulated.
