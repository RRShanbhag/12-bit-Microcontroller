**design/flow/constraint.sdc**
```tcl
current_design DMem

set clk_period 1.9
set clk_io_pct 0.2

create_clock -name clk0 -period $clk_period [get_ports {clk}]

set non_clock_inputs [all_inputs -no_clocks]
set_input_delay [expr $clk_period * $clk_io_pct] -clock clk0 $non_clock_inputs
set_output_delay [expr $clk_period * $clk_io_pct] -clock clk0 [all_outputs]
```
**design/flow/design.v**
```verilog
 module DMem(
 	input clk,
 	input Enable,
 	input Write_en,
 	input [3:0] Address_port,
 	input [7:0] Input_data,
 	output [7:0] Output_data
 );
 reg [7:0] data_mem [255:0]; 
 always@(posedge clk)
 begin
 	if(Enable == 1 && Write_en == 1)
 		data_mem[Address_port] <= Input_data;
 end
 assign Output_data = (Enable == 1)? data_mem[Address_port]:0;
 endmodule
```
**design/flow/config.mk**
```make
export PLATFORM = sky130hd
export DESIGN_NAME = DMem
export DESIGN_NICKNAME = DMem
export VERILOG_FILES = /design/flow/design.v
export SDC_FILE = /design/flow/constraint.sdc
export NUM_CORES = 4
export LEC_CHECK = 1
export CORE_UTILIZATION = 30
```
**design/flow/run.sh**
```bash
#!/bin/bash
# OpenROAD 26Q1-2900-gdf79404cd8, Yosys 0.63+post, stock flow scripts
make -C /OpenROAD-flow-scripts/flow DESIGN_CONFIG=/design/flow/config.mk WORK_HOME=/design/flow/orfs finish
```
==> impl_metrics.toml <==
# flow metrics
[status]
status = "complete, but fails checks"
violations = "negative setup slack"

[placed_design]
gp_congestion = 0.870
io_buffers = 22
pre_cts_slack_ps = -863
numPlacedInstances = 534
hpwl_um = 7140

[worst_setup_path]
critPathKind = "reg -> out"
crit_buf_inv = 1
path_cells = "mux4_1, nand4_1, o211ai_1, buf_2"
cpMaxStageDelayCell = "mux4_1"
crit_required_ps = 1520
startpoint_type = "register"
critPathTopFamily = "multiplexers"
arrival_ps = 1730
cp_max_fo = 1
critPathMaxStageDelay_ps = 600
endpoint_kind = "output pin"

[grt]
track_usage_pct = 13.8
grt_pass1_vias = 2837
antenna_found_initial = 0
grt-ovfl-total = 0
grt_start_max_net_pins = 17
grt_pass1_wl_um = 16400

[final_timing]
slew_headroom_pct = 57.6
finalHoldViolations = 0
finalCritPeriodShare_pct = 111
post-route-min-period_ps = 2110
layout_setup_ws_ps = -215
grt_setup_unrepaired = "yes"
worst_pin_slew_ps = 634
fmax_mhz = 473
slew_viol_final = 0
hold_ws_ps = 754
setup_viol = 8

[cts]
cts.clk_slew.worst_paths_ps = 50
clk_path_buf_depth = 2
clock-root-buffer = "clkbuf_16"
cts_buffers = 17
cts_tree = "built"
clkSinkCount = 128
htreeDepth = 4

[synthesis]
xor_share_pct = 0
ys_top_logic_family = "multiplexers"
ys_seq_share_pct = 75.0
synth_flops = 128
ys_sh_aoi_pct = 2.66
synthesis.area_um2 = 5130
area_leaders = "edfxtp_1 (75%), mux4_1 (5.6%), mux4_2 (5.3%)"
synthCells = 266
yosysUniqueCellTypes = 23
yosys_area_um2 = 5130
top_area_share_pct = 75.0
synth_warnings = 1
muxShareOfSynthArea_pct = 14.4
postSynthAreaPerCell_um2 = 19.3
fa_ha_area_share_pct = 0
ys_sh_simple_pct = 5.64
largest_area_cell = "edfxtp_1"
yosys_cells = 266

[route]
finalWirelength_um = 10800
vias = 2719
drt-initial-drc-count = 170
avgRoutedWirePerCell_um = 18.7
viasPerCell = 4.70
ant_nets = 0
dr.pass1.iters = 5
drc = 0
diodes = 0

[finish]
fin_util_pct = 39.7
reg.largest.list = "data_mem x128"
final_layout_size_suffix_gt1_share_pct = 36.0
syn2layout_area_growth_pct = 28.9
finalNonFillerCells = 578
final.fill_count = 1465
largest_reg_flops = 128
regMostFlops = "data_mem"

[power_and_ir_drop]
swShare_pct = 19.9
p_comb_share_pct = 6.4
seqPwrFrac_pct = 48.0
power_frac_clock_pct = 45.5
intPower_mw = 5.26
power_density_nw_per_um2 = 993
power.leakage_nw = 2.23
finalPower_mw = 6.56
ir_drop_uv = 559
p_switching_mw = 1.31

[floorplanning]
die_w_um = 133
fp.dieH_um = 133
fp-row-count = 47
dieArea_um2 = 17600
ios = 23
fp_util_pct = 30.8
core_area_um2 = 16600

[worst_hold_path]
whs_endpoint = "data_mem[3][2]"
hold_class = "in -> reg"
hold_path_depth = 2
min_from = "Input_data[2]"

[flow_run]
cap_violations = 0
log.warning_count = 28
power by group through the flow:
stage,Combinational [mW],Clock (mW),Sequential [mW]
CTS,0.426,3.04,3.15
finish,0.423,2.99,3.15
global route,0.459,3.14,3.15
timing repair:
item / CTS / global route
setup buffers: 12 / 0
gates cloned: 1 / 0
endpoints found under the setup margin: 8 / 8
pin swaps: 17 / 14
resized: 65 / 3
hold buffers: 0 / 0
worst max path at each step:
stage,slack [ps],from,cells past startpoint,endpoint
4_1_cts,-270,data_mem[2][4],4,Output_data[4]
5_1_grt,-330,data_mem[0][4],4,Output_data[4]
6_report,-210,data_mem[7][0],4,Output_data[0]
synthesized netlist by cell type:
cell,instances
a21oi_1,2
nand2b_1,3
buf_6,4
a22oi_1,1
mux4_2,12
nand2_1,26
mux2i_1,18
nand4_1,8
mux4_1,11
nand4b_1,1
nand3_1,1
a32oi_1,7
edfxtp_1,128
and2_1,2
buf_12,1
clkbuf_1,6
o211ai_1,7
nor2_1,14
o21ai_0,1
nor2b_1,2
nor3_1,4
or3_4,1
buf_2,6
layout by cell type (no fill, tap or decap), drive strengths merged, types with 4 or more instances in the layout:
master,synthesis,layout
a32oi,7,7
buf,11,65
clkbuf,6,20
clkdlybuf4s50,0,9
clkinv,0,6
edfxtp,128,128
mux2i,18,18
mux4,23,23
nand2,26,26
nand4,8,8
nor2,14,14
nor3,4,4
o211ai,7,7
area by class of cell:
type | instances | area [µm²] | share of cell area, %
clock buffer | 19 | 433 | 6.55
clock inverter | 12 | 119 | 1.80
multi-input combinational | 121 | 1210 | 18.3
sequential | 128 | 3840 | 58.2
tap | 220 | 275 | 4.17
timing repair buffer | 78 | 731 | 11.1
stage by stage:
stage / cell area [µm²] / TNS (ps)
after detailed placement: 5890 / -30690
after floorplan: 5150 / -879
final: 6610 / -1380
after global routing: 6610 / -1960
after global placement: 5890 / -30800
after CTS: 6600 / -1690
cell families after synthesis:
| kind of cell | count (synthesis) |
|---|---|
| DFF | 128 |
| AOI/OAI and AO/OA | 18 |
| muxes | 41 |
| buffers and inverters | 17 |
| and+or+nand+nor | 62 |
per-layer routing:
| metal | share of wire [%] | GRT usage [%] |
|---|---|---|
| met3 | 14 | 9.06 |
| met1 | 38 | 18.1 |
| met2 | 48 | 20.8 |
| met5 | 0 | 0 |
| met4 | 0.84 | 1.34 |
No activity file was given, so power comes from the tool's default toggle rates.
