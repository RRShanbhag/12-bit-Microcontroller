## ./design.v

```verilog
 module PMem(
 	input clk,
 	input En,
 	input [7:0] Addr,
 	input Load_En,
 	input [7:0] Load_Addr,
 	input [11:0]Load_Instr,
 	output [11:0] Instr
 );
 reg [11:0] Prog_Mem[255:0];
 always@(posedge clk)
 begin
 	if(Load_En) begin
 		Prog_Mem[Load_Addr] <= Load_Instr;
 	end
 end
 assign Instr = (En == 1)? Prog_Mem[Addr]:0;
 endmodule
```

## ./run.sh

```bash
#!/bin/bash
# OpenROAD 26Q1-2900-gdf79404cd8, Yosys 0.63+post, stock flow scripts
make -C /OpenROAD-flow-scripts/flow DESIGN_CONFIG=/design/flow/config.mk WORK_HOME=/design/flow/orfs finish
```

## ./config.mk

```make
export PLATFORM = sky130hd
export DESIGN_NAME = PMem
export DESIGN_NICKNAME = PMem
export VERILOG_FILES = /design/flow/design.v
export SDC_FILE = /design/flow/constraint.sdc
export NUM_CORES = 4
export LEC_CHECK = 1
export CORE_UTILIZATION = 40
```

## ./constraint.sdc

```tcl
current_design PMem

set clk_period 13.4
set clk_io_pct 0.2

create_clock -name clk0 -period $clk_period [get_ports {clk}]

set non_clock_inputs [all_inputs -no_clocks]
set_input_delay [expr $clk_period * $clk_io_pct] -clock clk0 $non_clock_inputs
set_output_delay [expr $clk_period * $clk_io_pct] -clock clk0 [all_outputs]
```

==> ci_impl_report.md <==
## PnR job results

| Metric | Value |
|---|---|
| Vert. Die Dim | 547.2 µm |
| CP peak stage delay | 0.88 ns |
| Root buf cell | clkbuf_16 |
| Placer Congestion | 0.9388 |
| Design area | 0.1359 mm² |
| Remaining global-route overflow | 0 |
| # resized after CTS | 0 |
| Minimum clock period | 10.74 ns |
| Setup crit end kind | output pin |
| LEAKAGE | 42.80 nW |
| Fin crit share | 80.13% |
| Setup bufs post-CTS | 0 |
| Distinct lib cells | 55 |
| CP max-delay cell | o32ai_1 |
| DRC viols | 0 |
| Filler cells | 23937 |
| Finish-stage setup viols | 0 |
| Reg with most FFs | Prog_Mem |
| First-pass GRT wire length | 451.0 mm |
| Final Hold Violation Tally | 0 |
| Part of the Yosys area used for sequential elements | 77.60% |
| Core ar. | 0.2948 mm² |
| Synth top area share | 77.60% |
| Via/cell ratio | 5.698 |
| Max_cap viols | 1 |
| Largest register FFs | 3072 |
| Critical Path Stages | 13 |
| YS chip area | 0.1189 mm² |
| Pwr Density | 148.1 mW/mm² |
| WL per Instance | 30.73 µm |
| Max Fclk | 93.13 MHz |
| Total die size | 0.2994 mm² |
| Pin count of the biggest net entering global routing | 124 |
| Num CTS Buffers | 324 |
| Share of layout cells above drive strength 1 | 25.53% |
| Failing checks | capacitance limit, slew limit |
| WHS Path Cells | 1 |
| Peak VDD IR | 0.1206 mV |
| Slew Viols, Final | 2 |
| First-pass iteration count of the detailed router | 6 |
| H-tree levels | 5 |
| Crit path max-delay family | buffers and inverters |
| Crit-path cells | buf_16, buf_12, buf_4, buf_4, mux2i_1, o221ai_1, o22ai_1, a21oi_1, o221ai_1, buf_4, o32ai_1, buf_4, clkdlybuf4s50_1 |
| Netlist Area Pre-Place | 0.1189 mm² |
| Clock Tree Buf Depth | 4 |
| Worst Path Required | 10.72 ns |
| Most Frequent Cell on Critical Path | buf_4 |
| GRT Util Overall | 23.28% |
| Post-DRT Antenna Nets | 0 |
| Top cells by area | edfxtp_1, mux4_2, mux2i_1 |
| Ys cells | 5506 |
| WL final | 311.9 mm |
| Syn Area/Cell | 21.59 µm² |
| Final HPWL DP | 192.8 mm |
| Initial antenna violation count | 12 |
| Clk sinks | 3072 |
| Area growth, synth to finish | 14.27% |
| Ys flop type | edfxtp_1 |
| Row cnt | 199 |
| Largest registers | Prog_Mem: 3072 flops |
| Worst-margin pin slew | 1.578 ns |
| RSZ-0062 raised after global routing | false |
| Setup_tns | 0 ns |
| Async SR Flop Fraction | 0% |
| Post-synth EDFFs | 3072 |
| Clock slew at reported path FFs | 0.06 ns |
| Cells after Synth | 5506 |
| Tool Warnings | 38 |
| Tally of buffers added on design ports | 42 |
| Initial core utilization | 40.33% |
| Yosys reg bits | 3072 |
| CTS tree | yes |
| Via count | 57833 |
| CP arrival | 8.06 ns |
| Worst Path Buf+Inv | 7 |
| Outcome | finished, violations left |
| Critical path class | in -> out |
| I/O pin count | 43 |
| Post-synth top area cell | edfxtp_1 |
| CP Launch Type | input port |
| Max_slew headroom | -5.840% |
| Yosys warning tally | 1 |
| Die W | 547.2 µm |
| Initial DRC Count | 3915 |
| Fin util | 46.08% |
| Vias in the first global route | 63267 |
| CTS Hold Buffers Added | 0 |
| HP Class | in -> reg |
| CP max FO | 66 |
| Area of placed instances | 0.1258 mm² |
==> power by group <==
part           internal (mW)  total, mW  switching [mW]
Combinational          0.331      0.994           0.663
Sequential              10.6       10.6         0.00423
Clock                   4.89       8.53            3.64
Total                   15.8       20.1            4.30
==> path summary, 6_finish.rpt <==
| check | to | slack [ns] | from |
|---|---|---|---|
| max | Instr[4] | 2.66 | Addr[0] |
| min | Prog_Mem[3][3]$_DFFE_PP_ | 2.19 | Load_Instr[3] |
==> cells by family after synthesis <==
logic type	share of synthesized area, %
flops	77.60
mux	15.28
compound gates	3.423
simple gates	1.965
buf+inv	1.732
==> cell usage in the layout (no fill, tap or decap), types with 9 or more instances in the layout <==
cell type,instances
a22oi_1,69
o2111ai_1,10
o32ai_1,9
bufinv_16,19
o221ai_1,140
o211ai_1,9
o22ai_1,87
nor2b_1,25
nand4_1,13
edfxtp_1,3072
mux2i_1,337
a21oi_1,72
nor2_1,280
clkdlybuf4s50_1,25
clkinv_1,67
mux2_2,20
mux4_2,647
o22a_1,10
nand3_1,51
a211oi_1,54
buf_4,425
o21ai_0,25
a21boi_0,10
a311oi_1,14
buf_12,15
clkbuf_16,329
buf_8,14
a221oi_1,9
clkinv_2,67
and2_1,13
nand2_1,104
clkbuf_1,69
==> layer usage <==
metal	wire, µm	share of wire, %	global-route usage [%]	vias up
met5	631	0.20	1.250	-
met4	14010	4.5	7.852	24
met1	98530	32	27.55	29412
met2	144400	46	33.41	3520
met3	54340	17	17.71	619
li1	-	-	-	24258
==> synth_stat cells, types with 3 or more instances <==
cell,n
a22oi_1,69
edfxtp_1,3072
a21oi_1,72
a311oi_1,14
o21bai_1,4
and2_1,14
buf_6,36
o221ai_1,140
or2_2,5
buf_1,20
a2111oi_0,6
or3b_2,3
clkbuf_1,174
mux2_2,20
nand2_1,105
buf_8,25
and3_1,4
buf_4,31
nor3b_1,3
a221o_1,5
nor2b_1,27
a31oi_1,8
a22o_1,6
o22ai_1,87
mux4_2,647
buf_2,54
o211ai_1,9
nor3_1,7
nor2_1,281
a211oi_1,54
nand2b_1,9
nand3_1,51
o2111ai_1,10
o21ai_0,25
a221oi_1,9
nand4_1,13
a21boi_0,10
o32ai_1,10
mux2i_1,337
o22a_1,10
==> through the flow <==
| stage | power, mW | hold WS (ns) | setup slack (ns) | std cells |
|---|---|---|---|---|
| after floorplan | 11.32 | 2.779 | 6.140 | 5506 |
| after global placement | 11.79 | 3.064 | 2.590 | 9565 |
| after detailed placement | 11.80 | 3.072 | 2.601 | 9565 |
| after CTS | 20.26 | 2.140 | 2.593 | 10144 |
| after global routing | 20.67 | 2.181 | 2.347 | 10146 |
| final | 20.12 | 2.192 | 2.663 | 10150 |
==> layout make-up <==
type	count	area, µm²	share of cell area (%)
Antenna cell	6	15.01	0.01105
Timing Repair Buffer	482	3995	2.941
Clock buffer	398	8492	6.251
Clock inverter	181	1551	1.142
Inverter	2	12.51	0.009210
Multi-Input combinational cell	2090	24630	18.13
Tap cell	3919	4903	3.609
Sequential cell	3072	92250	67.90
Power and IR drop assume default switching activity.
